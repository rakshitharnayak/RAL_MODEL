**flow/run.sh**
```bash
#!/bin/bash
# OpenROAD 26Q1-2900-gdf79404cd8, Yosys 0.63+post, stock flow scripts
make -C /OpenROAD-flow-scripts/flow DESIGN_CONFIG=/design/flow/config.mk WORK_HOME=/design/flow/orfs finish
```
**flow/config.mk**
```make
export PLATFORM = sky130hd
export DESIGN_NAME = switch
export DESIGN_NICKNAME = switch
export VERILOG_FILES = /design/flow/design.v
export SDC_FILE = /design/flow/constraint.sdc
export NUM_CORES = 4
export LEC_CHECK = 1
export CORE_UTILIZATION = 40
```
**flow/constraint.sdc**
```tcl
current_design switch

set clk_period 4.6
set clk_io_pct 0.2

create_clock -name clk0 -period $clk_period [get_ports {clk}]

set non_clock_inputs [all_inputs -no_clocks]
set_input_delay [expr $clk_period * $clk_io_pct] -clock clk0 $non_clock_inputs
set_output_delay [expr $clk_period * $clk_io_pct] -clock clk0 [all_outputs]
```
**flow/design.v**
```verilog
module switch ( clk,rst,data_in,valid_in, paddr,psel,pen,p_write,p_wdata, 
out_port1,out_port2,out_port3, out_port4,valid_out,prdata);
input clk,rst,data_in,valid_in;
input [31:0]paddr;
input [31:0]p_wdata; 
input psel,pen,p_write;
output out_port1,out_port2,out_port3, out_port4,valid_out;
output reg  [31:0]prdata;
reg chip_en;
reg [7:0]chip_id;
reg [3:0]out_port_en;
reg [63:0]in_pkt;
reg [63:0]out_pkt;
reg [7:0]cnt;
reg out_start,pkt_rec;
reg [7:0]cnt_out;
wire pwrite,pread;
assign pwrite=p_write && psel && pen;
assign pread= (p_write==0) && psel && pen;
always@(posedge clk) begin
	if(!rst) begin
          chip_en<=0;
	  chip_id<='hAA;
	  out_port_en<=4'b0001;
	end
	else if(paddr==0 && pwrite) begin
		chip_en<=p_wdata[0];
	end
	else if(paddr=='h8 && pwrite) begin
		out_port_en<=p_wdata[3:0];
	end
	else if(paddr==0 && pread) begin
		prdata<=chip_en;
	end
	else if(paddr=='h4 && pread) begin
		prdata<=chip_id;
	end
	else if(paddr=='h8 && pread) begin
		prdata<=out_port_en;
	end
end
always@(posedge clk) begin
	if(!rst) begin
          in_pkt<=0;
	  cnt<=0;
	  pkt_rec<=0;
	end
	else if(valid_in && cnt!=64) begin
		cnt<=cnt+1;
                in_pkt<= {in_pkt[62:0], data_in};
		pkt_rec<=0;
	end
	else if (cnt==64) begin
           cnt<=0;
	   pkt_rec<=1;
	end
end
always@(posedge clk) begin
	if(!rst) begin
          out_pkt<=0;
	end
	else if(pkt_rec) begin
		out_pkt<=in_pkt;
	end
	else if(out_start) begin
		out_pkt<=out_pkt<<1;
	end
end
always@(posedge clk) begin
	if(!rst) begin
          out_start<=0;
	  cnt_out<=0;
	end
	else if(cnt_out==64) begin
		out_start<=0;
	end
	else if(out_start | pkt_rec) begin
		cnt_out<=cnt_out+1;
		out_start<=1;
	end
end
assign valid_out=out_start;
assign out_port1= chip_en &  (out_port_en==4'b0001) & out_pkt[63];
assign out_port2= chip_en &  (out_port_en==4'b0010) & out_pkt[63];
assign out_port3= chip_en &  (out_port_en==4'b0100) & out_pkt[63];
assign out_port4= chip_en &  (out_port_en==4'b1000) & out_pkt[63];
endmodule
```
==> impl_metrics.yaml <==
# flow metrics
timing:
  rsz_0062_raised_after_global_routing: "false"
  finalHoldViolCount: 0
  fin_setup_tns_ns: 0
  drv_slew: 0
  setup_viol_count_final: 0
  tightest_slew_margin_relative_to_the_limit: 0.4987
  finalWorstPathRequiredPeriod_ns: 2.693
  finalCritPeriodShare: 0.5853
  setup_clock_skew_after_layout_ns: 0.01022
  worst-slew-pin-transition_ns: 0.7520
  clock.fmax_ghz: 0.3714
job:
  warning_count: 55
  drv_cap: 0
power:
  leakage_power_total_nw: 2.744
  switchingPower_mw: 0.5942
  share_comb_of_total_power: 0.034
  cell_internal_pwr_mw: 2.406
  clockPowerShare: 0.512
  p_per_area_nw_per_um2: 364.5
  switching_share: 0.1980
  ir_worst_vdd_uv: 289.8
  sequentialPowerShare: 0.454
synthesis:
  asyncSetResetFlopFracSynth: 0
  synth.lib_cells_used.distinct: 38
  syn_inst: 806
  synth_top_area_share: 0.4293
  synth-cells-yosys: 806
  yosys-top-cells-area: "sky130_fd_sc_hd__dfxtp_1 (43%), sky130_fd_sc_hd__nand2_1 (11%), sky130_fd_sc_hd__mux2i_1 (10%)"
  synth_chip_area_um2: 7042
  synthTopCellsByCount: "sky130_fd_sc_hd__nand2_1 (207), sky130_fd_sc_hd__dfxtp_1 (151), sky130_fd_sc_hd__and2_1 (72)"
  yosys_most_used_dff: "sky130_fd_sc_hd__dfxtp_1"
  netlist.top_cell.by_area: "sky130_fd_sc_hd__dfxtp_1"
  synth.yosys.warnings: 1
  synth.most_common_cell: "sky130_fd_sc_hd__nand2_1"
  post_synth.cell_area_avg_um2: 8.737
  synth-seq-area-share: 0.4506
  post_synth_instance_area_um2: 7042
  flip_flops_with_a_built_in_enable: 5
  synth.ff_latch_count: 156
finish:
  areaGrowthSynthToFinish_pct: 16.88
  n_fill_cell: 1621
  layoutNonFillerInstCount: 1067
  final_layout_size_suffix_gt1_frac: 0.06176
worst_setup_path:
  critical-path-max-stage-delay_ns: 0.52
  worstSetupPathType: "reg -> out"
  critPathLaunchType: "flop"
  timing.critical_path.max_delay_family: "buffers and inverters"
  cp_data_required_time_ns: 3.68
  cell_breakdown_of_the_critical_path: "nor2_1, nand3_1, nor3b_1, clkdlybuf4s50_1"
  critical-path-slowest-cell: "sky130_fd_sc_hd__clkdlybuf4s50_1"
  crit_path_max_fanout: 5
  end_kind: "output pin"
  crit_buf_inv: 1
  data_arrival_time_of_the_critical_path_ns: 1.77
routing:
  routed-via-count: 5038
  routed_wirelength_um: 12670
  drt_first_iter_violations: 261
  n_antenna_cell: 0
  detail_route.drc_violations: 0
  iteration_count_of_the_initial_detailed_routing_pass: 4
  via_per_inst: 4.722
  drtAntennaViolNets: 0
  wire_per_inst_um: 11.87
cts:
  cts_hold_repair.buffers: 0
  ctsRootBufferMaster: "sky130_fd_sc_hd__clkbuf_16"
  worst_setup_hold_path_clk_slew_ns: 0.06
  clock_latency_ns: 0.41
  cts-htree-levels: 4
  clk_sink_count: 156
  number_of_buffers_created_by_cts: 17
  clock_tree_from_tritoncts: "built"
  post_cts_resize_count: 0
  clockBufferDepth: 2
  cts_post_setup_buffers_inserted: 0
global_routing:
  grt_antenna_before_repair: 0
  grt_overflow_total: 0
  grt_first_pass_wirelength_um: 21450
  grt_max_degree: 94
  grt_usage: 0.1489
  vias_in_the_first_global_route: 4529
die:
  core_region_area_um2: 17240
  floorplan.core_util: 0.4085
  pin_count: 108
  rows: 48
  die_width_um: 134.7
  die_area_um2: 18140
  fp.dieH_um: 134.7
status:
  outcome: "finished clean"
placed_design:
  place_congestion: 0.7719
  buffer_ports.inserted: 53
  hpwlAfterDp_um: 7538
  placed_cells: 1035
worst_hold_path:
  worst_hold_path_type: "reg -> reg"
[logic make-up (layout without fill, tap and decap cells)]
| group | count (synthesis) | after routing | share of synthesized area |
|---|---|---|---|
| fa+ha+maj | 4 | 4 | 0.007108 |
| compound gates | 139 | 139 | 0.1258 |
| buf+inv | 86 | 97 | 0.06592 |
| flops | 156 | 156 | 0.4506 |
| other cells | 1 | 26 | 0.0005325 |
| mux | 73 | 73 | 0.1043 |
| xor+xnor | 12 | 12 | 0.01493 |
| simple gates | 335 | 335 | 0.2308 |
[metal layers]
metal | global-route usage | vias to the layer above | wire length [µm]
met5 | 0 | - | 0
met4 | 0.01498 | 0 | 80
met3 | 0.03027 | 4 | 399
met2 | 0.2451 | 53 | 5954
met1 | 0.2152 | 2306 | 6235
li1 | - | 2675 | -
[metrics by stage]
stage / hold slack [ns] / setup WS, ns / total power [mW] / utilization / cell area [µm²]
after global routing: 0.4842 / 1.777 / 3.101 / 0.4775 / 8230
after detailed placement: 0.4553 / 1.581 / 1.496 / 0.4390 / 7567
after global placement: 0.4550 / 1.584 / 1.496 / 0.4390 / 7567
final: 0.4594 / 1.907 / 3.000 / 0.4775 / 8230
after floorplan: 0.4435 / 2.093 / 1.461 / - / 7136
after CTS: 0.4624 / 1.843 / 3.037 / 0.4775 / 8230
[layout make-up]
type | instances | area, µm² | area share
clock inverters | 10 | 157.7 | 0.01915
inverters | 6 | 22.52 | 0.002736
repair buffers | 59 | 573.1 | 0.06963
multi-input cells | 589 | 3510 | 0.4264
well taps | 225 | 281.5 | 0.03420
flip-flops and latches | 156 | 3181 | 0.3864
clock buffers | 22 | 505.5 | 0.06142
[flip-flops by register name, summed over array words and instances (netlist names)]
signal and count:
out_port_en 4, cnt_out 8, out_pkt 64, in_pkt 64, chip_en 1, prdata 5, pkt_rec 1, cnt 8
out_start 1
[power groups by stage]
stage	registers (mW)	logic [mW]	clock network (mW)
final	1.36	0.103	1.54
after global routing	1.36	0.112	1.63
after CTS	1.36	0.105	1.57
[placed cells by master, fill, tap and decap left out, drive strengths merged, types with 2 or more instances in the layout]
cell type        n
nand2          207
dfxtp          151
and2            72
mux2i           70
a21boi          68
o21ai           65
clkdlybuf4s50   52
conb            26
clkbuf          22
nor2            14
nor4            10
xnor2            8
buf              7
inv              6
nor2b            6
clkinv           6
nand3            5
nor3b            5
edfxtp           5
nand4            5
xor2             4
ha               4
bufinv           4
nor4b            3
mux2             3
nand2b           2
o2111ai          2
or3              2
nor3             2
[final timing paths]
| path | from | endpoint | slack [ns] | depth (start not counted) |
|---|---|---|---|---|
| worst max register to register | cnt[0] | in_pkt[57] | 2.44 | 7 |
| worst max-delay path | out_port_en[0] | out_port4 | 1.91 | 4 |
| worst min-delay path | in_pkt[45] | in_pkt[46] | 0.46 | 2 |
| worst min register to register | in_pkt[45] | in_pkt[46] | 0.46 | 2 |
[tightest hold or removal path, cell delays in order (launching register included)]
cell	delay, ns
sky130_fd_sc_hd__dfxtp_1	0.31
sky130_fd_sc_hd__nand2_1	0.05
sky130_fd_sc_hd__a21boi_1	0.05
Power and IR drop assume default switching activity.
